`./constraint.sdc`:
```
current_design Datamemory

set clk_period 137.7
set clk_io_pct 0.2

create_clock -name clk0 -period $clk_period [get_ports {clk}]

set non_clock_inputs [all_inputs -no_clocks]
set_input_delay [expr $clk_period * $clk_io_pct] -clock clk0 $non_clock_inputs
set_output_delay [expr $clk_period * $clk_io_pct] -clock clk0 [all_outputs]
```
`./config.mk`:
```
export PLATFORM = sky130hd
export DESIGN_NAME = Datamemory
export DESIGN_NICKNAME = Datamemory
export VERILOG_FILES = /design/flow/design.v
export SDC_FILE = /design/flow/constraint.sdc
export NUM_CORES = 4
export LEC_CHECK = 1
export CORE_UTILIZATION = 40
```
`./design.v`:
```
module Datamemory (
input wire [63:0] adr,           
input wire [63:0] datain,     
input wire w, r,
input wire clk,                   
output [63:0] dataout      
);
reg [7:0] MEMO[0:255];
integer i;
initial
begin
	for( i = 0; i < 255; i = i + 1) 
		MEMO[i] = i;
end  
always @(posedge clk)
begin
		if(w == 1'b1) begin
			MEMO[adr + 7] <= datain[63:56];
			MEMO[adr + 6] <= datain[55:48];
			MEMO[adr + 5] <= datain[47:40];
			MEMO[adr + 4] <= datain[39:32];
			MEMO[adr + 3] <= datain[31:24];
			MEMO[adr + 2] <= datain[23:16];
			MEMO[adr + 1] <= datain[15:8];
			MEMO[adr]     <= datain[7:0];
		end
end
	assign dataout = (r) ? {
		MEMO[adr + 7],
		MEMO[adr + 6],
		MEMO[adr + 5],
		MEMO[adr + 4],
		MEMO[adr + 3],
		MEMO[adr + 2],
		MEMO[adr + 1],
		MEMO[adr]
	} : 64'bz;
endmodule 
```
`./run.sh`:
```
#!/bin/bash
# OpenROAD 26Q1-2900-gdf79404cd8, Yosys 0.63+post, stock flow scripts
make -C /OpenROAD-flow-scripts/flow DESIGN_CONFIG=/design/flow/config.mk WORK_HOME=/design/flow/orfs finish
```
==> Slide: Implementation Results <==
Flow Results at a Glance

Global routing
  – Number of global-route vias before repair: 455187
  – GRT Total Usage: 0.990
  – First-pass GRT wire length: 4870000 um
  – GR Overflow Total: 19911
  – Largest net degree at the start of global routing: 96

Clocking
  – Post-CTS setup buffer count: 0
  – Max Root-Sink Buffers: 4
  – Resize count post-CTS: 0
  – CTS sink cnt: 2048
  – Root Buffer: clkbuf_16
  – # H-tree levels: 5
  – CTS Buf Count: 289
  – CTS Hold Bufs: 0

Logic synthesis
  – Number of warning messages in the yosys log: 2
  – Post-synth EDFFs: 2048
  – Post-synthesis instance total: 35123
  – Ys flop type: edfxtp_1
  – Post-synth area hogs: mux4_2 22%, edfxtp_1 21%, mux2i_1 5.8%
  – YS chip area: 299000 um2
  – #FFs+latches synth: 2048
  – Avg Cell Area, Syn: 8.52 um2
  – Synth top cell by count: nand2_1
  – Yosys Instances: 35123
  – Area of the mapped netlist: 299000 um2
  – Leading area contributor after synthesis: mux4_2
  – Count of cell types in the netlist: 119
  – Area leader share: 0.223
  – Register share after synthesis: 0.206
  – Top cells by count: 3650 x nand2_1, 3612 x nor2_1, 3472 x clkbuf_1
  – Post-synth ARST share: 0

Placement
  – Final GP Congestion: 1.48
  – Final HPWL DP: 2490000 um
  – Port Buffers: 137
  – Instance area after placement: 323000 um2

Die
  – Cell Rows: 317
  – Die Height: 867 um
  – Initial Util: 0.402
  – # IOs: 195
  – Die width: 867 um

Outcome
  – Last stage: global routing (5_1_grt)
  – Stop Error: [ERROR GRT-0116] Global routing finished with congestion. Check the congestion regions in the DRC Viewer.
  – Status: did not finish
kinds of logic after synthesis:
group,synth area share
adders and majority gates,0.000628
and+or+nand+nor,0.159
AOI/OAI and AO/OA,0.290
xor gates and xnor gates,0.00171
muxes,0.282
buffers and inverters,0.0609
DFF,0.206
layer usage:
layer	GRT overflow	track usage
met5	376	0.930
met4	4041	0.980
met3	3958	0.979
met2	7850	1.02
met1	3686	0.979
per-stage QoR:
stage                     power, W  setup slack (ps)  cells
after global placement     0.00194             74210  43690
after floorplan            0.00119             78020  35123
after CTS                  0.00272             73980  44215
after detailed placement   0.00193             74000  43692
Power is estimated from default activity; no workload was simulated.
