==> flow/design.v <==
module InstructionMemoryPipeLine  #(parameter size = 256) ( 
  input [63 : 0] adr,
  output [31 : 0] Instruction
  );
reg [7 : 0] Memory [0 : size-1];
integer i;
  initial 
  begin
	  	for(i = 0;i < 256; i = i + 1)
			Memory[i] <= 0;
		Memory[0] <= 8'hE5;
		Memory[1] <= 8'h03;
		Memory[2] <= 8'h1F;
		Memory[3] <= 8'h8B;
		Memory[16] <= 8'hA4;
		Memory[17] <= 8'h00;
		Memory[18] <= 8'h40;
		Memory[19] <= 8'hF8;
		Memory[32] <= 8'h86;
		Memory[33] <= 8'h00;
		Memory[34] <= 8'h04;
		Memory[35] <= 8'h8B;
		Memory[48] <= 8'hA6;
		Memory[49] <= 8'h10;
		Memory[50] <= 8'h00;
		Memory[51] <= 8'hF8;
  end
  assign Instruction[7 : 0] = Memory[adr + 0]; 
  assign Instruction[15 : 8] = Memory[adr + 1];
  assign Instruction[23 : 16] = Memory[adr + 2];
  assign Instruction[31 : 24] = Memory[adr + 3];
endmodule     
==> flow/run.sh <==
#!/bin/bash
# OpenROAD 26Q1-2900-gdf79404cd8, Yosys 0.63+post, stock flow scripts
make -C /OpenROAD-flow-scripts/flow DESIGN_CONFIG=/design/flow/config.mk WORK_HOME=/design/flow/orfs finish
==> flow/config.mk <==
export PLATFORM = sky130hd
export DESIGN_NAME = InstructionMemoryPipeLine
export DESIGN_NICKNAME = InstructionMemoryPipeLine
export VERILOG_FILES = /design/flow/design.v
export SDC_FILE = /design/flow/constraint.sdc
export NUM_CORES = 4
export LEC_CHECK = 1
export CORE_AREA = 10 10 84 84
export DIE_AREA = 0 0 94 94
==> flow/constraint.sdc <==
current_design InstructionMemoryPipeLine

set clk_period 3.5
set clk_io_pct 0.2

create_clock -name clk0 -period $clk_period

set non_clock_inputs [all_inputs -no_clocks]
set_input_delay [expr $clk_period * $clk_io_pct] -clock clk0 $non_clock_inputs
set_output_delay [expr $clk_period * $clk_io_pct] -clock clk0 [all_outputs]
==> impl_metrics.json <==
{
  "detail-route-antenna-nets": 0,
  "place_ws_ns": -0.312,
  "fillers": 530,
  "rsz0062_at_grt": "false",
  "fin_crit_ns": 3.38,
  "synthCells": 209,
  "ys_seq_share_pct": 0,
  "final_util_pct": 46.3,
  "pwr_density_cell_nw_per_um2": 108,
  "place_area_um2": 2260,
  "path_class": "in2out",
  "seqCellArea_um2": 0,
  "drc": 0,
  "place_congestion": 0.875,
  "slew_viol_final": 0,
  "total_leakage_power_uw": 0.00101,
  "hold_path.class": "in2out",
  "design.core.area_um2": 5200,
  "flops": 0,
  "yosys_cells": 209,
  "num_antenna_cells": 0,
  "grt_antenna_before_repair": 0,
  "finalWorstSetupSlack_ns": 0.123,
  "drt_pass1_iterations": 4,
  "hpwl_um": 3950,
  "crit_arrival_ns": 2.68,
  "grt_pass1_vias": 1676,
  "critPathMaxFanout": 5,
  "end_kind": "primary output",
  "synth_cell_types": 47,
  "setup_viol": 0,
  "cts_hold_buf": 0,
  "warnings": 100,
  "hold_ws_ns": 2.16,
  "power.total_uw": 260,
  "gr-total-overflow": 0,
  "slew_headroom_pct": 74.6,
  "stdcell_area_um2": 2410,
  "die_width_um": 94,
  "layout.area.comb_um2": 1310,
  "syn_area_per_cell_um2": 6.30,
  "maxCapViolCount": 0,
  "fin_crit_sh_pct": 96.5,
  "hold_viol": 0,
  "top_cells_by_area": "ha_1 15%, a21oi_1 8.7%, nor2_1 7.4%",
  "die_area_um2": 8840,
  "drive_above_1_share_pct": 35.0,
  "drtIter0Drc": 115,
  "fmax_mhz": 296,
  "vias_per_cell": 4.77,
  "routed_wl_um": 4790,
  "cp.required_ns": 2.80,
  "grt_use_total_pct": 10.4,
  "vdd_ir_drop_max_mv": 0.0515,
  "grt_pass1_wl_um": 7910,
  "grt_max_degree": 11,
  "die_h_um": 94,
  "status": "completed",
  "largest_area_cell": "ha_1",
  "ys_area_um2": 1320,
  "row_count": 26,
  "fp_util_pct": 25.3,
  "top_cell_area_share_pct": 15.2,
  "ios": 96,
  "portBuffers": 40,
  "startpoint_type": "primary input",
  "wl_per_cell_um": 12.6,
  "clkbuf_count": 0,
  "tightest_slew_ns": 0.379,
  "netlist_area_um2": 1320,
  "yosysWarnings": 1,
  "vias": 1819,
  "area_growth_pct": 83.0
}
-- area by class of cell --
type | instances | share of cell area [%]
inverter | 11 | 1.71
multi-input combinational | 183 | 54.1
tap | 70 | 3.63
timing repair buffer | 117 | 40.5
-- timing repair --
| item | in CTS | in global routing |
|---|---|---|
| pin swaps | 9 | 7 |
| gates cloned | 0 | 1 |
| setup buffers | 1 | 3 |
| gates resized | 22 | 20 |
| setup endpoints to repair | 27 | 25 |
-- synth_stat cells (2+ instances only) --
| cell | count |
|---|---|
| a31oi_1 | 4 |
| xor2_1 | 3 |
| o211ai_1 | 2 |
| nand2_1 | 24 |
| nand4_1 | 4 |
| mux2_2 | 3 |
| a21oi_1 | 23 |
| xnor2_1 | 11 |
| o21ai_0 | 9 |
| nand3b_1 | 2 |
| inv_1 | 10 |
| nor2_1 | 26 |
| nor4b_1 | 2 |
| nand2b_1 | 2 |
| and2_1 | 3 |
| a211oi_1 | 2 |
| and3_1 | 2 |
| buf_4 | 2 |
| nor3_1 | 14 |
| nand3_1 | 8 |
| a31o_2 | 2 |
| clkbuf_1 | 3 |
| a32oi_1 | 2 |
| buf_2 | 8 |
| ha_1 | 16 |
-- report_power, final --
group	switching, uW	internal [uW]
Sequential	0	0
Clock	0	0
Combinational	123	136
-- per-stage QoR --
step / setup TNS, ns / std cells
after floorplan: 0 / 209
after global placement: -5.66 / 376
after detailed placement: -5.73 / 376
after CTS: 0 / 377
after global routing: 0 / 381
final: 0 / 381
-- worst paths after layout --
kind	slack, ns	startpoint	depth (start not counted)	to
worst max-delay path	0.12	adr[1]	9	Instruction[28]
worst min-delay path	2.16	adr[2]	4	Instruction[2]
-- layout by cell type, fill, tap and decap left out, types with 3 or more instances in the layout --
| cell type | netlist | layout |
|---|---|---|
| buf_4 | 2 | 73 |
| clkdlybuf4s50_1 | 0 | 34 |
| nor2_1 | 26 | 26 |
| nand2_1 | 24 | 24 |
| a21oi_1 | 23 | 22 |
| ha_1 | 16 | 14 |
| nor3_1 | 14 | 12 |
| inv_1 | 10 | 9 |
| o21ai_0 | 9 | 9 |
| xnor2_1 | 11 | 8 |
| nand3_1 | 8 | 7 |
| a31oi_1 | 4 | 4 |
| nand4_1 | 4 | 4 |
| buf_6 | 1 | 4 |
| xor2_1 | 3 | 3 |
| xnor2_2 | 1 | 3 |
| mux2_2 | 3 | 3 |
| clkbuf_2 | 0 | 3 |
-- worst max-delay path, cell delays in order --
cell and delay (ns):
clkbuf_4 0.17, inv_2 0.07, ha_1 0.22, a21o_1 0.21, o31ai_1 0.23, nand4_1 0.22
buf_4 0.20, nor3_2 0.17, clkdlybuf4s50_1 0.49
-- cells by family (layout without fill, tap and decap cells) --
group | after synthesis | after routing | synth area share, %
AND/OR/NAND/NOR | 93 | 93 | 34.3
AND-OR/OR-AND | 55 | 55 | 27.4
buffers and inverters | 26 | 128 | 9.31
adder cells (fa/ha/maj) | 16 | 16 | 15.2
XOR/XNOR | 15 | 15 | 10.5
multiplexers | 4 | 4 | 3.32
-- per-layer routing --
layer | GRT usage, % | share of wire (%) | up-vias
met3 | 1.29 | 5.2 | 2
met5 | 0 | 0 | -
met4 | 0 | 0.063 | 0
li1 | - | - | 952
met1 | 15.1 | 49 | 826
met2 | 16.9 | 46 | 39
